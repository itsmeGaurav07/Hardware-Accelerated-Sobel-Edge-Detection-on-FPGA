===== run.sh =====
#!/bin/bash
# OpenROAD 26Q1-2900-gdf79404cd8, Yosys 0.63+post, stock flow scripts
make -C /OpenROAD-flow-scripts/flow DESIGN_CONFIG=/design/flow/config.mk WORK_HOME=/design/flow/orfs finish

===== config.mk =====
export PLATFORM = sky130hd
export DESIGN_NAME = top
export DESIGN_NICKNAME = top
export VERILOG_FILES = /design/flow/design.v
export SDC_FILE = /design/flow/constraint.sdc
export NUM_CORES = 4
export LEC_CHECK = 1
export CORE_UTILIZATION = 50

===== constraint.sdc =====
current_design top

set clk_period 9.0
set clk_io_pct 0.2

create_clock -name clk0 -period $clk_period [get_ports {clk}]

set non_clock_inputs [all_inputs -no_clocks]
set_input_delay [expr $clk_period * $clk_io_pct] -clock clk0 $non_clock_inputs
set_output_delay [expr $clk_period * $clk_io_pct] -clock clk0 [all_outputs]

===== design.v =====
module sobel_core(
    input [7:0] z1,z2,z3,
    input [7:0] z4,z5,z6,
    input [7:0] z7,z8,z9,
    output [15:0] edge_out
);
    wire signed [10:0] gx,gy;
    assign gx = (z3 + (z6<<1) + z9) - (z1 + (z4<<1) + z7);
    assign gy = (z7 + (z8<<1) + z9) - (z1 + (z2<<1) + z3);
    assign edge_out =
        (gx[10] ? -gx : gx) +
        (gy[10] ? -gy : gy);
endmodule
module threshold #
(
    parameter TH = 16'd50
)
(
    input  [15:0] edge_in,
    input         valid_in,
    output reg    edge_bin,
    output reg    valid_out
);
    always @(*) begin
        if(valid_in) begin
            if(edge_in > TH)
                edge_bin = 1;
            else
                edge_bin = 0;
            valid_out = 1;
        end
        else begin
            edge_bin = 0;
            valid_out = 0;
        end
    end
endmodule
module top(
    input clk,
    input rst_btn,
    input  [7:0] sw,
    output [3:0] led
);
    wire rst = rst_btn;
    wire [7:0] pixel_in = sw;
    wire pixel_valid = 1'b1;
    wire [7:0] z1,z2,z3;
    wire [7:0] z4,z5,z6;
    wire [7:0] z7,z8,z9;
    wire window_valid;
    wire [15:0] edge_out;
    wire edge_valid;
    wire edge_bin;
    wire edge_bin_valid;
    window_3x3 WIN(
        .clk(clk),
        .rst(rst),
        .pixel_in(pixel_in),
        .pixel_valid(pixel_valid),
        .z1(z1),.z2(z2),.z3(z3),
        .z4(z4),.z5(z5),.z6(z6),
        .z7(z7),.z8(z8),.z9(z9),
        .window_valid(window_valid)
    );
    sobel_core SOBEL(
        .z1(z1),.z2(z2),.z3(z3),
        .z4(z4),.z5(z5),.z6(z6),
        .z7(z7),.z8(z8),.z9(z9),
        .edge_out(edge_out)
    );
    assign edge_valid = window_valid;
    threshold THR(
        .edge_in(edge_out),
        .valid_in(edge_valid),
        .edge_bin(edge_bin),
        .valid_out(edge_bin_valid)
    );
    assign led[0] = edge_bin;
    assign led[1] = edge_bin_valid;
    assign led[2] = edge_out[6];
    assign led[3] = edge_out[7];
endmodule
module window_3x3 #
(
    parameter WIDTH = 8
)
(
    input clk,
    input rst,
    input  [7:0] pixel_in,
    input        pixel_valid,
    output reg [7:0] z1,z2,z3,
    output reg [7:0] z4,z5,z6,
    output reg [7:0] z7,z8,z9,
    output reg window_valid
);
    reg [7:0] line1 [0:WIDTH-1];
    reg [7:0] line2 [0:WIDTH-1];
    reg [$clog2(WIDTH)-1:0] col;
    reg [7:0] r1c1,r1c2,r1c3;
    reg [7:0] r2c1,r2c2,r2c3;
    reg [7:0] r3c1,r3c2,r3c3;
    always @(posedge clk) begin
        if(rst) begin
            col <= 0;
            window_valid <= 0;
            z1<=0;z2<=0;z3<=0;
            z4<=0;z5<=0;z6<=0;
            z7<=0;z8<=0;z9<=0;
            r1c1<=0;r1c2<=0;r1c3<=0;
            r2c1<=0;r2c2<=0;r2c3<=0;
            r3c1<=0;r3c2<=0;r3c3<=0;
        end
        else if(pixel_valid) begin
            r1c1 <= r1c2; r1c2 <= r1c3;
            r2c1 <= r2c2; r2c2 <= r2c3;
            r3c1 <= r3c2; r3c2 <= r3c3;
            r1c3 <= line2[col];
            r2c3 <= line1[col];
            r3c3 <= pixel_in;
            line2[col] <= line1[col];
            line1[col] <= pixel_in;
            z1<=r1c1;z2<=r1c2;z3<=r1c3;
            z4<=r2c1;z5<=r2c2;z6<=r2c3;
            z7<=r3c1;z8<=r3c2;z9<=r3c3;
            if(col==WIDTH-1)
                col<=0;
            else
                col<=col+1;
            if(col>=2)
                window_valid<=1;
            else
                window_valid<=0;
        end
    end
endmodule

==> results.txt <==
run results: R2R depth=4, cell taking the most area after synthesis=edfxtp_1, Worst EP arrival=6.75 ns, share of cells above drive strength 1=0.189, initial antenna violation count=0, Setup Skew=0.0124 ns, design internal power=2860 uW, Setup violations, final=0, Max-slew headroom=0.415, # DRC=0, Root Buffer Master=clkbuf_16, Detail Route Antenna Nets=0, first-pass GRT wire length=35.5 mm, Hold Crit Endpoint=WIN.z3[7]$_SDFF_PP0_, vias per cell=5.39, Crit Reg-Reg Startpoint=WIN.col[0]$_SDFF_PP0_, HP Start=WIN.r1c3[7]$_SDFF_PP0_, sequential share of the synthesized area=0.511, Setup Crit Path Kind=reg2out, hold crit path type=reg2reg, f_max=117 MHz, Core Region=22100 sq um, Synth top cells by count=128 x edfxtp_1, 100 x dfxtp_1, 87 x nor2b_1, number of buffers added on ports=13, Area growth syn-to-layout=15.6%, Die H=153 microns, Core Util at FP=0.517, final worst hold slack=0.435 ns, CTS tree=yes, top-count cell post-synth=edfxtp_1, Sink Count=228, fin crit share=0.950, Top Registers=WIN.line1: 64 flops, WIN.line2: 64 flops, DR iter-0 viols=262, Comb power frac=0.515, I/O pin total=14, RSZ-0062 raised after global routing=false, Max H-tree Level=1, syn_area_per_cell=12.6 sq um, Clk pwr share=0.220, Worst-Margin Slew=0.872 ns, Final Hold Fails=0, tally of OpenROAD warnings=26, fin util=0.598, gate count of the mapped netlist=909, switching power=1570 uW, Yosys Chip Area=11400 sq um, CTS clk-pin slew, worst paths=0.06 ns, Registers, synthesis=228, startpoint types=flip-flop, Post-synth EDFFs=128, Most Frequent Cell on Critical Path=a21oi_2, Hold Path Depth=1, Synth cell types=58, Fill cells=1638, clock latency on the worst-skew pair=0.50 ns, Period minus WS final=8.55 ns, chip width=153 microns, FF-to-FF setup slack=6.59 ns, top cells, area=edfxtp_1 34%, dfxtp_1 18%, ha_1 8.3%, fa_1 6.5%, mux4_2 6.3%, cts hold-fix bufs=0, DR WL/cell=17.2 microns, slowest cell on the critical path=fa_1, FF-to-FF End=WIN.line1[1][5]$_DFFE_PP_, Max clock buf depth=3, largest net degree at the start of global routing=75, Net Sw Frac=0.354, Synth Cell Area=11400 sq um, Sum Neg Setup Slack=0 ns, placer congestion estimate=0.934, Post-DP HPWL=14.8 mm, final slew viol count=0, nature of the critical path endpoint=output port, CTS Buf Count=24, critical path's largest stage delay=0.45 ns, drt first pass iters=4, Finished Layout Cells=1260, Reg power frac=0.265, VDD IR max=423 uV, chip area=23500 sq um, ys cells=909, max-capacitance violation count=0, worst path required time=7.20 ns, all-layer global routing usage=0.208, total leakage power=0.00513 uW, antenna cells=0, maximum fanout along the worst path=5, dpl cells=1198, status=finished, final reports clean, warning count from the yosys run=2, dominant register cell=edfxtp_1, Top cell area share=0.336, Async SR Flop Fraction=0, global route total overflow=0, Pwr Density=335 nW/um^2, row count=54, via count=6797, WL final=21.7 mm, vias in the first global route=7150
## cells by family after synthesis
family                     after synthesis  synth area share
other                                    1          0.000328
buffers and inverters                  102            0.0345
adders and majority gates              113             0.148
AOI/OAI and AO/OA                      122            0.0715
DFF                                    228             0.511
and+or+nand+nor                        230             0.105
muxes                                   51            0.0807
xor gates and xnor gates                62            0.0488
## worst max-delay path by stage
stage               startpoint  slack (ns)  cells past startpoint  endpoint
4_1_cts   WIN.z7[2]$_SDFF_PP0_      0.0009                     28    led[0]
5_1_grt   WIN.z7[1]$_SDFF_PP0_        0.14                     30    led[0]
6_report  WIN.z7[1]$_SDFF_PP0_        0.45                     29    led[0]
## timing repair
action,in CTS,in global routing
setup buffers,12,5
endpoints found under the setup margin,1,1
gates resized,31,43
gates cloned,0,1
pin swaps,12,30
## final cells by class
type,instances,area (sq um),share of cell area
Timing Repair Buffer,45,372,0.0281
Sequential cell,228,5860,0.443
Tap cell,280,350,0.0265
Clock inverter,6,82.6,0.00625
Multi-Input combinational cell,586,5540,0.420
Clock buffer,38,718,0.0544
Inverter,77,289,0.0219
## worst max-delay path: cells and delay by family, from the launching register on
kind	cells	cell delay, ns
buffers and inverters	3	0.39
AOI/OAI and AO/OA	13	2.43
xor gates and xnor gates	3	0.53
DFF	1	0.34
and+or+nand+nor	4	0.58
adders and majority gates	6	2.00
## per-layer routing
layer,wire length [microns],global-route usage,vias to the layer above
met3,1810,0.0832,33
met1,8760,0.289,3229
met5,0,0,-
met2,10700,0.334,221
met4,426,0.0337,0
li1,-,-,3314
## cells in the final DEF (no fill, tap or decap), types with 12 or more instances in the layout
master,n
nor3_1,12
nor2b_1,86
clkbuf_16,25
ha_1,69
buf_4,31
xor2_1,29
edfxtp_1,128
a21oi_1,22
inv_1,77
nand2_1,21
o21ai_0,12
a21oi_2,17
fa_1,33
mux4_2,32
dfxtp_1,92
xnor2_1,27
nor2_1,60
## power groups by stage
stage / clock network (uW) / registers, uW / logic, uW
global route: 1040 / 1180 / 2500
finish: 976 / 1170 / 2280
CTS: 1000 / 1170 / 2050
## through the flow
step / area [sq um] / total power, uW / worst slack [ns]
5_1_grt: 13200 / 4710 / 0.136
2_1_floorplan: 11500 / 2630 / 0.930
3_5_place_dp: 12000 / 3130 / 0.212
6_report: 13200 / 4430 / 0.446
3_3_place_gp: 12000 / 3110 / 0.289
4_1_cts: 13000 / 4230 / 0.000873
Power figures rest on the tool's default switching activity, not on a simulated workload.
